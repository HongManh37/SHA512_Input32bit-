### config.mk
export PLATFORM = sky130hd
export DESIGN_NAME = sha256_v2
export DESIGN_NICKNAME = sha256_v2
export VERILOG_FILES = /design/flow/design.v
export SDC_FILE = /design/flow/constraint.sdc
export NUM_CORES = 4
export LEC_CHECK = 1
export CORE_UTILIZATION = 50
### constraint.sdc
current_design sha256_v2

set clk_period 50.2
set clk_io_pct 0.2

create_clock -name clk0 -period $clk_period [get_ports {i_clk}]

set non_clock_inputs [all_inputs -no_clocks]
set_input_delay [expr $clk_period * $clk_io_pct] -clock clk0 $non_clock_inputs
set_output_delay [expr $clk_period * $clk_io_pct] -clock clk0 [all_outputs]
### design.v
module sha256_counter_i_v2 (
    input wire        i_clk,
    input wire        i_rst,
    input wire        clr_i,
    input wire        cnt_i_en,
    output reg [7:0]  i
);
    always @(posedge i_clk or negedge i_rst) begin
        if (!i_rst) begin
            i <= 0;
        end else begin
            if (clr_i) i <= 0;
            else if (cnt_i_en) i <= i + 8'd1;
            else i <= i;
        end
    end
endmodule
module sha256_counter_data_v2 (
    input wire        i_clk,
    input wire        i_rst,
    input wire        clr_data,
    input wire        cnt_data_en,
    output reg [4:0]  counter_data
);
    always @(posedge i_clk or negedge i_rst) begin
        if (!i_rst) begin
            counter_data <= 0;
        end else begin
            if (clr_data) counter_data <= 0;
            else if (cnt_data_en) counter_data <= counter_data + 5'd1;
            else counter_data <= counter_data;
        end
    end
endmodule
module sha256_counter_j_v2 (
    input wire        i_clk,
    input wire        i_rst,
    input wire        clr_j,
    input wire        cnt_j_en,
    output reg [6:0]  j
);
    always @(posedge i_clk or negedge i_rst) begin
        if (!i_rst) begin
            j <= 0;
        end else begin
            if (clr_j) j <= 0;
            else if (cnt_j_en) j <= j + 7'd1;
            else j <= j;
        end
    end
endmodule
module sha256_functions_v2 (
    input  wire [6:0]  j,
    output wire [31:0] k_j
);
    assign k_j   = func_k(j);
    function [31:0] func_k;
        input [6:0] j;
        begin
            case (j)
                7'd0 :  func_k = 32'h428a2f98;
                7'd1 :  func_k = 32'h71374491;
                7'd2 :  func_k = 32'hb5c0fbcf;
                7'd3 :  func_k = 32'he9b5dba5;
                7'd4 :  func_k = 32'h3956c25b;
                7'd5 :  func_k = 32'h59f111f1;
                7'd6 :  func_k = 32'h923f82a4;
                7'd7 :  func_k = 32'hab1c5ed5;
                7'd8 :  func_k = 32'hd807aa98;
                7'd9 :  func_k = 32'h12835b01;
                7'd10:  func_k = 32'h243185be;
                7'd11:  func_k = 32'h550c7dc3;
                7'd12:  func_k = 32'h72be5d74;
                7'd13:  func_k = 32'h80deb1fe;
                7'd14:  func_k = 32'h9bdc06a7;
                7'd15:  func_k = 32'hc19bf174;
                7'd16:  func_k = 32'he49b69c1;
                7'd17:  func_k = 32'hefbe4786;
                7'd18:  func_k = 32'h0fc19dc6;
                7'd19:  func_k = 32'h240ca1cc;
                7'd20:  func_k = 32'h2de92c6f;
                7'd21:  func_k = 32'h4a7484aa;
                7'd22:  func_k = 32'h5cb0a9dc;
                7'd23:  func_k = 32'h76f988da;
                7'd24:  func_k = 32'h983e5152;
                7'd25:  func_k = 32'ha831c66d;
                7'd26:  func_k = 32'hb00327c8;
                7'd27:  func_k = 32'hbf597fc7;
                7'd28:  func_k = 32'hc6e00bf3;
                7'd29:  func_k = 32'hd5a79147;
                7'd30:  func_k = 32'h06ca6351;
                7'd31:  func_k = 32'h14292967;
                7'd32:  func_k = 32'h27b70a85;
                7'd33:  func_k = 32'h2e1b2138;
                7'd34:  func_k = 32'h4d2c6dfc;
                7'd35:  func_k = 32'h53380d13;
                7'd36:  func_k = 32'h650a7354;
                7'd37:  func_k = 32'h766a0abb;
                7'd38:  func_k = 32'h81c2c92e;
                7'd39:  func_k = 32'h92722c85;
                7'd40:  func_k = 32'ha2bfe8a1;
                7'd41:  func_k = 32'ha81a664b;
                7'd42:  func_k = 32'hc24b8b70;
                7'd43:  func_k = 32'hc76c51a3;
                7'd44:  func_k = 32'hd192e819;
                7'd45:  func_k = 32'hd6990624;
                7'd46:  func_k = 32'hf40e3585;
                7'd47:  func_k = 32'h106aa070;
                7'd48:  func_k = 32'h19a4c116;
                7'd49:  func_k = 32'h1e376c08;
                7'd50:  func_k = 32'h2748774c;
                7'd51:  func_k = 32'h34b0bcb5;
                7'd52:  func_k = 32'h391c0cb3;
                7'd53:  func_k = 32'h4ed8aa4a;
                7'd54:  func_k = 32'h5b9cca4f;
                7'd55:  func_k = 32'h682e6ff3;
                7'd56:  func_k = 32'h748f82ee;
                7'd57:  func_k = 32'h78a5636f;
                7'd58:  func_k = 32'h84c87814;
                7'd59:  func_k = 32'h8cc70208;
                7'd60:  func_k = 32'h90befffa;
                7'd61:  func_k = 32'ha4506ceb;
                7'd62:  func_k = 32'hbef9a3f7;
                default:func_k = 32'hc67178f2;
            endcase
        end
    endfunction
endmodule
module sha256_padding_v2_top (
    input  wire [511:0] i_data,
    input  wire         output_block_pad2,
    input  wire [7:0]   i_N,
    input  wire [8:0]   i_bit_miss,
    output reg  [511:0] o_data_padding
);
    wire [9:0] valid_bits = 10'd512 - i_bit_miss;
    wire [63:0] length_data = ((i_N - 1) * 64'd512 + valid_bits);
    always @(*) begin
        o_data_padding = i_data & ({512{1'b1}} << i_bit_miss);
        if (valid_bits < 10'd448) begin
            o_data_padding[63:0] = length_data;
            o_data_padding[512'd511 - valid_bits] = 1'b1;
        end else if (valid_bits < 10'd512) begin
            o_data_padding[512'd511 - valid_bits] = 1'b1;
            if (output_block_pad2) begin
                o_data_padding = {448'd0, length_data};
            end
        end else begin
            if (output_block_pad2) begin
                o_data_padding = {1'b1, 447'd0, length_data};
            end
        end
    end
endmodule
module sha256_scheduler_v2 (
    input wire clk,
    input wire rst,
    input wire [511:0] i_block,
    input wire i_enable,
    output reg [31:0] W_out
);
    parameter  IDLE = 2'd0,
               LOAD = 2'd1,
               GEN  = 2'd2; 
    reg[1:0] state;
    reg [31:0] w_mem [0:15];
    wire [31:0] w_new;
    reg [5:0] j;
    assign w_new = sigma1(w_mem[14]) + w_mem[9] + sigma0(w_mem[1]) + w_mem[0];
    function [31:0] sigma0(input [31:0] x);
        sigma0 = {x[6:0], x[31:7]} ^ {x[17:0], x[31:18]} ^ (x >> 3);
    endfunction
    function [31:0] sigma1(input [31:0] x);
        sigma1 = {x[16:0], x[31:17]} ^ {x[18:0], x[31:19]} ^ (x >> 10);
    endfunction
    always @(posedge clk or negedge rst) begin
        if (!rst) begin
            state <= IDLE;
            j <= 0;
            W_out <= 0;
            w_mem[1] <= 0;
            w_mem[2] <= 0;
            w_mem[3] <= 0;
            w_mem[4] <= 0;
            w_mem[5] <= 0;
            w_mem[6] <= 0;
            w_mem[7] <= 0;
            w_mem[8] <= 0;
            w_mem[9] <= 0;
            w_mem[10] <= 0;
            w_mem[11] <= 0;
            w_mem[12] <= 0;
            w_mem[13] <= 0;
            w_mem[14] <= 0;
            w_mem[15] <= 0;
        end else begin
            case (state)
                IDLE: begin
                    j <= 0;
                    W_out <= 0;
                    if (i_enable) begin
                        state <= LOAD;
                        w_mem[j] <= i_block[512'd511 - j*512'd32 -: 512'd32];
                        W_out <= i_block[512'd511 - j*512'd32 -: 512'd32];
                        j <= j + 1;
                    end
                end
                LOAD: begin
                    w_mem[j] <= i_block[512'd511 - j*512'd32 -: 512'd32];
                    W_out <= i_block[512'd511 - j*512'd32 -: 512'd32];
                    if (j == 6'd15) begin
                        state <= GEN;
                    end
                    j <= j + 1;
                end
                GEN: begin
                    W_out <= w_new;
                    w_mem[0] <= w_mem[1];
                    w_mem[1] <= w_mem[2];
                    w_mem[2] <= w_mem[3];
                    w_mem[3] <= w_mem[4];
                    w_mem[4] <= w_mem[5];
                    w_mem[5] <= w_mem[6];
                    w_mem[6] <= w_mem[7];
                    w_mem[7] <= w_mem[8];
                    w_mem[8] <= w_mem[9];
                    w_mem[9] <= w_mem[10];
                    w_mem[10] <= w_mem[11];
                    w_mem[11] <= w_mem[12];
                    w_mem[12] <= w_mem[13];
                    w_mem[13] <= w_mem[14];
                    w_mem[14] <= w_mem[15];
                    w_mem[15] <= w_new;
                    if (j == 6'd63) begin
                        state <= IDLE;
                    end else begin
                        j <= j + 1;
                    end
                end
                default: state <= IDLE;
            endcase
        end
    end
    reg[8*8:0] DISPLAY;
    always@(*) begin
        case(state) 
            IDLE: DISPLAY = "IDLE";
            LOAD: DISPLAY = "LOAD";
            GEN: DISPLAY = "GEN";
        endcase
    end
endmodule
module sha256_v2(
    input wire i_clk,
    input wire i_rst,
    input wire i_write,
    input wire [7:0] i_N,  
    input wire [8:0] i_bit_miss,  
    input wire i_read, 
    input wire [31:0] i_data,
    output reg [31:0] o_data,
    output reg o_done
);
    parameter IDLE = 3'd0,
            GETDATA = 3'd1,
            PADDING = 3'd2, 
            INITIAL = 3'd3,
            COMPRESS = 3'd4,
            FINISH = 3'd5,  
            READ = 3'd6;
    reg i_write_reg;
    reg [31:0] i_data_reg;
    reg [8:0] i_bit_miss_reg;
    reg i_read_reg;
    reg [2:0] state, next_state;
    reg [31:0] data_use_reg [0:15];
    reg [31:0] a,b,c,d,e,f,g,h;
    reg [31:0] H [0:7];
    reg pad;
    reg output_pad2;
    reg cnt_j_en;
    reg cnt_i_en;
    reg clr_j;
    reg clr_i;
    reg clr_data;
    reg calc_w;
    reg [3:0] cnt_read;
    reg [511:0] data_use;
    wire [511:0] padded_block;
    wire [31:0] k_j;
    wire [31:0] w_out;
    wire [7:0] counter_i;
    wire [6:0] counter_j;
    wire [4:0] counter_data;
    wire output_block_pad2 = output_pad2;
    wire w_enable = calc_w;
    sha256_counter_j_v2 u_counter_j_v2(
        .i_clk(i_clk),
        .i_rst(i_rst),
        .clr_j(clr_j),
        .cnt_j_en(cnt_j_en),
        .j(counter_j)
    );
    sha256_counter_i_v2 u_counter_i_v2(
        .i_clk(i_clk),
        .i_rst(i_rst),
        .clr_i(clr_i),
        .cnt_i_en(cnt_i_en),
        .i(counter_i)
    );
    sha256_counter_data_v2 u_counter_data_v2(
        .i_clk(i_clk),
        .i_rst(i_rst),
        .clr_data(clr_data),
        .cnt_data_en(i_write_reg),  
        .counter_data(counter_data)
    );
    sha256_padding_v2_top u_padding_v2_top(
        .i_data(data_use),
        .i_N(i_N),
        .output_block_pad2(output_block_pad2),
        .i_bit_miss(i_bit_miss_reg),
        .o_data_padding(padded_block)
    );
    sha256_scheduler_v2 u_scheduler_v2(
        .clk(i_clk),
        .rst(i_rst),
        .i_block(data_use),
        .i_enable(w_enable),
        .W_out(w_out)
    );
    sha256_functions_v2 u_functions_v2 (    
        .j(counter_j),
        .k_j(k_j)
    );
    always @(*) begin
        clr_i    = 0;
        clr_j    = 0;
        clr_data = 0;
        cnt_i_en = 0;
        cnt_j_en = 0;
        next_state = state;
        case (next_state) 
            IDLE: begin
                clr_j = 1;
                clr_i = 1;
                if (i_write_reg) begin             
                    next_state = GETDATA;
                end
            end
            GETDATA: begin
                if (counter_data == 5'd16 ) begin
                    clr_data = 1;
                    if (counter_i == i_N-1) begin
                        next_state = PADDING;
                    end else next_state = INITIAL;
                end 
            end
            PADDING: begin
                next_state = INITIAL;
            end
            INITIAL: begin
                next_state = COMPRESS;
            end
            COMPRESS: begin
                cnt_j_en = 1;
                if (counter_j == 7'd64) begin
                    clr_j = 1;
                    cnt_j_en = 0;
                    cnt_i_en = 1;
                    next_state = FINISH; 
                end
            end
            FINISH: begin
                if (i_write_reg) begin           
                    next_state = GETDATA;
                end else begin
                    if (!pad && counter_i >= i_N) begin
                        next_state = READ;
                    end else if(pad) next_state = PADDING;
                end
            end
            READ: begin
                if (cnt_read == 4'd7) begin
                    next_state = IDLE;
                end
            end
            default: next_state = state;
        endcase
    end
    always@(posedge i_clk or negedge i_rst) begin
        if(!i_rst) begin
            i_write_reg <= 1'b0;
            i_data_reg  <= 32'b0;
            i_bit_miss_reg <= 9'd0;
            i_read_reg <= 1'b0;
            state <= IDLE;
            o_done <= 0;
            o_data <= 0;
            cnt_read <= 0; 
            pad <= 0;
            output_pad2 <= 0;
            calc_w <= 0;
            data_use_reg [0]  <=  32'b0;
            data_use_reg [1]  <=  32'b0;
            data_use_reg [2]  <=  32'b0;
            data_use_reg [3]  <=  32'b0;
            data_use_reg [4]  <=  32'b0;
            data_use_reg [5]  <=  32'b0;
            data_use_reg [6]  <=  32'b0;
            data_use_reg [7]  <=  32'b0;
            data_use_reg [8]  <=  32'b0;
            data_use_reg [9]  <=  32'b0;
            data_use_reg [10] <=  32'b0;
            data_use_reg [11] <=  32'b0;
            data_use_reg [12] <=  32'b0;
            data_use_reg [13] <=  32'b0;
            data_use_reg [14] <=  32'b0;
            data_use_reg [15] <=  32'b0;
            H[0] <= 32'h6a09e667;
            H[1] <= 32'hbb67ae85;
            H[2] <= 32'h3c6ef372;
            H[3] <= 32'ha54ff53a;
            H[4] <= 32'h510e527f;
            H[5] <= 32'h9b05688c;
            H[6] <= 32'h1f83d9ab;
            H[7] <= 32'h5be0cd19;
        end else begin
            i_write_reg <= i_write;
            i_data_reg  <= i_data;
            i_bit_miss_reg <= i_bit_miss;
            i_read_reg <= i_read;
            state <= next_state;
            case(state)
                IDLE: begin
                    o_done <= 1;
                    cnt_read <= 0;
                    output_pad2 <= 0;
                    a <= H[0]; b <= H[1];
                    c <= H[2]; d <= H[3];
                    e <= H[4]; f <= H[5];
                    g <= H[6]; h <= H[7];
                    if (i_write_reg) begin
                        data_use[512'd511 - counter_data*512'd32 -: 512'd32] <= i_data_reg;
                    end
                end
                GETDATA: begin
                    o_done <= 0;
                    if (i_write_reg) begin
                        data_use[512'd511 - counter_data*512'd32 -: 512'd32] <= i_data_reg;
                    end 
                    if (counter_data == 5'd16) begin
                        if (counter_i == i_N - 1) begin
                            pad <= (i_bit_miss_reg <= 9'd64);
                        end else begin
                            calc_w <= 1;
                        end
                    end
                end
                PADDING: begin
                    data_use <= padded_block;
                    calc_w <= 1;
                    if (pad && output_pad2) begin
                        pad <= 0;
                    end
                end
                INITIAL: begin
                    a <= H[0]; b <= H[1];
                    c <= H[2]; d <= H[3];
                    e <= H[4]; f <= H[5];
                    g <= H[6]; h <= H[7];
                    o_done <= 0;
                end
                COMPRESS: begin 
                    calc_w <= 0;
                    if (counter_j < 7'd64) begin
                        a <= t1 + t2;
                        b <= a;
                        c <= b;
                        d <= c;
                        e <= d + t1;
                        f <= e;
                        g <= f;
                        h <= g;
                    end
                    else begin
                        if (counter_i == i_N-1 && i_bit_miss_reg <= 9'd64) begin
                            o_done <= 0;
                        end else o_done <= 1;
                        H[0] <= a + H[0];
                        H[1] <= b + H[1];
                        H[2] <= c + H[2];
                        H[3] <= d + H[3];
                        H[4] <= e + H[4];
                        H[5] <= f + H[5];
                        H[6] <= g + H[6];
                        H[7] <= h + H[7];
                        data_use_reg [0]  <=  32'b0;
                        data_use_reg [1]  <=  32'b0;
                        data_use_reg [2]  <=  32'b0;
                        data_use_reg [3]  <=  32'b0;
                        data_use_reg [4]  <=  32'b0;
                        data_use_reg [5]  <=  32'b0;
                        data_use_reg [6]  <=  32'b0;
                        data_use_reg [7]  <=  32'b0;
                        data_use_reg [8]  <=  32'b0;
                        data_use_reg [9]  <=  32'b0;
                        data_use_reg [10] <=  32'b0;
                        data_use_reg [11] <=  32'b0;
                        data_use_reg [12] <=  32'b0;
                        data_use_reg [13] <=  32'b0;
                        data_use_reg [14] <=  32'b0;
                        data_use_reg [15] <=  32'b0;
                    end 
                end
                FINISH: begin
                    if (i_write_reg ) begin
                        data_use[512'd511 - counter_data*512'd32 -: 512'd32] <= i_data_reg;
                    end else begin
                        if (pad) begin
                            output_pad2 <= 1;
                        end
                    end
                end
                READ: begin
                    if (i_read_reg) begin
                        if (cnt_read < 4'd8) begin
                            cnt_read <= cnt_read + 1;
                        end
                    end
                    case(cnt_read)
                        4'd0: o_data <= H[0];
                        4'd1: o_data <= H[1];
                        4'd2: o_data <= H[2];
                        4'd3: o_data <= H[3];
                        4'd4: o_data <= H[4];
                        4'd5: o_data <= H[5];
                        4'd6: o_data <= H[6];
                        4'd7: o_data <= H[7];
                        default: o_data <= 0;
                    endcase
                end
                default: state <= IDLE;
            endcase
        end
    end
    function [31:0] func_ch;
        input [31:0] x, y, z;
        begin
            func_ch = (x & y) ^ (~x & z);
    end
    endfunction
    function [31:0] func_maj;
        input [31:0] x, y, z;
        begin
            func_maj = (x & y) ^ (x & z) ^ (y & z);
        end
    endfunction
    function [31:0] func_sigma0;
        input [31:0] x;
        begin
            func_sigma0 = {x[1:0], x[31:2]} ^ {x[12:0], x[31:13]} ^ {x[21:0], x[31:22]};
        end
    endfunction
    function [31:0] func_sigma1;
        input [31:0] x;
        begin
            func_sigma1 = {x[5:0], x[31:6]} ^ {x[10:0], x[31:11]} ^ {x[24:0], x[31:25]};
        end
    endfunction
    wire [31:0] ch   = func_ch(e, f, g);
    wire [31:0] maj  = func_maj(a, b, c);
    wire [31:0] sig0 = func_sigma0(a);
    wire [31:0] sig1 = func_sigma1(e);
    wire [31:0] t1 = h + sig1 + ch + k_j + w_out;
    wire [31:0] t2 = sig0 + maj;
    reg[8*8:0] DISPLAY;
    always@(*) begin
        case(state) 
            IDLE: DISPLAY = "IDLE";
            GETDATA: DISPLAY = "GETDATA";
            PADDING: DISPLAY = "PADDING";
            INITIAL: DISPLAY = "INITIAL";
            COMPRESS: DISPLAY = "COMPRESS";
            FINISH: DISPLAY = "FINISH";
            READ: DISPLAY = "READ";
        endcase
    end
endmodule
### run.sh
#!/bin/bash
# OpenROAD 26Q1-2900-gdf79404cd8, Yosys 0.63+post, stock flow scripts
make -C /OpenROAD-flow-scripts/flow DESIGN_CONFIG=/design/flow/config.mk WORK_HOME=/design/flow/orfs finish
==> results.cfg <==
; flow metrics
[run_status]
status = complete, no violations

[clock_network]
worstSkewPairLatency_ps = 910
clock_path_buffers = 3
cts.repair.resized = 0
numCtsBuffers = 194
ctsRootBufferMaster = clkbuf_16
clkTransAtPathRegs_ps = 60
postCtsHoldBufs = 0
tritoncts = built
htreeDepth = 4
cts_sinks = 1687
post-cts-setup-buffers = 0

[yosys]
synth.top_cells.by_count = a21oi_1 (1,593), nand2_1 (1,334), nor2_1 (1,072)
synth.distinct_cells = 102
synthArstFlopShare = 0.526
synth-seq-cells = 1687
postSynthSeqShare = 0.397
topCellsByArea = edfxtp_1 (21%), dfrtp_1 (16%), a21oi_1 (6.8%)
yosys_cells = 12726
synth-main-ff-cell = edfxtp_1
logic_family = AND-OR/OR-AND gates
synth_cells = 12726
muxShareOfSynthArea = 0.0743
synth_top_cell_by_area = edfxtp_1
postSynthAreaPerCell_um2 = 9.18
synth-xor-area-share = 0.0465
synth_warnings = 10
netlist_area_um2 = 117000
synth-edff-count = 800
fa_ha_area_frac = 0.0832
ys_sh_aoi = 0.225
simple_gate_share = 0.126
synth_top_area_share = 0.206
yosys_area_um2 = 117000
top_cell = a21oi_1

[worst_setup_path]
cpMostUsedCell = buf_4
cp-end-kind = register
path_cells = buf_8 > a21boi_4 > buf_4 > buf_4 > buf_4 > buf_4
critPathMaxStageDelay_ps = 730
worst-path-max-fanout = 71
required_ps = 50700
worst-setup-path-type = primary input to register
path_buffers = 5
startpoint_type = primary input
worstPathArrival_ps = 13620
worst_path_max_delay_cell = buf_4
crit_family = buffers and inverters

[sta]
setup_viol = 0
skew_ps = 81.5
tightest_slew_ps = 1270
slew_headroom = 0.130
hold_viol_final = 0
drv_slew = 0
rsz0062_at_grt = no
period_minus_slack_ps = 13110
final.setup.worst_slack_ps = 37090
fin_tns_setup_ps = 0
max_freq_mhz = 76.3
fin_crit_sh = 0.261

[grt]
grt_pass1_wl_mm = 761
first_global_vias = 105273
antenna_found_initial = 42
grt_max_degree = 154
grt_overflow = 0
grt_use_total = 0.478

[floorplanning]
num_rows = 177
die-width_um = 485
die_height_um = 485
core_area_um2 = 232000
dieArea_um2 = 236000
ioPinCount = 86
fp_util = 0.503

[placed_design]
place_hpwl_mm = 373
portBuffers = 85
postPlaceCellArea_um2 = 121000
place_inst = 15278
gp_congestion = 1.08
pre_cts_ws_ps = 36260

[hold_path]
holdCritPathClass = register to register

[detailed_routing]
vias = 108485
detail_route.iter0.violations = 12255
ant_nets = 0
wl_per_cell_um = 34.0
vias_per_cell = 6.91
totalWireLength_mm = 534
dr.pass1.iters = 9
drc = 0

[flow_run]
warning_count = 77
drv_cap = 0

[final_layout]
fin_area_um2 = 128000
fin_cells = 15696
drive_above_1_share = 0.119
fillers = 19737
area_growth_pct = 9.71
-- per-stage QoR --
step	utilization	hold slack (ps)
detailed placement	0.523	466
CTS	0.551	475
floorplan	-	439
finish	0.552	474
global placement	0.523	457
global route	0.551	499
-- per-layer routing --
metal | vias up | track usage | routed length (µm)
met4 | 71 | 0.226 | 32800
li1 | 46105 | - | -
met1 | 52678 | 0.633 | 197000
met2 | 7734 | 0.613 | 213000
met5 | - | 0.0865 | 2320
met3 | 1897 | 0.310 | 89400
-- cells by family after synthesis --
| group | after synthesis |
|---|---|
| fa+ha+maj | 659 |
| mux | 631 |
| xor+xnor | 616 |
| buf+inv | 1450 |
| simple gates | 3342 |
| compound gates | 4341 |
| flops | 1687 |
-- final timing paths --
path,from,end,slack [ps],cells past startpoint
max in group asynchronous,i_rst,u_scheduler_v2.w_mem[2][31]$_DFFE_PN0P_,38110,5
min in group asynchronous,i_rst,cnt_read[3]$_DFFE_PN0P_,9160,1
worst min register to register,H[5][25]$_DFFE_PN1P_,H[5][25]$_DFFE_PN1P_,470,2
worst max register to register,u_counter_j_v2.j[1]$_DFFE_PN0P_,a[31]$_DFFE_PP_,38270,38
worst min-delay path,H[5][25]$_DFFE_PN1P_,H[5][25]$_DFFE_PN1P_,470,2
worst max-delay path,i_rst,data_use[492]$_DFFE_PP_,37090,6
-- layout by cell type (no fill, tap or decap), drive strengths merged, types with 93 or more instances in the layout --
cell type and instances:
a21o 238, a21oi 1596, a221oi 343, a31oi 401
buf 440, clkbuf 266, dfrtp 749, dfstp 138
edfxtp 800, fa 197, ha 459, inv 437
mux2 256, mux2i 212, mux4 163, nand2 1334
nand3 228, nor2 1076, nor3 152, o211ai 93
o21ai 990, o22ai 120, xnor2 370, xor2 245
-- final cells by class --
cell class | instances | area, µm² | area share
multi-input combinational | 9589 | 65300 | 0.510
sequential | 1687 | 46400 | 0.362
clock buffer | 266 | 5540 | 0.0433
timing repair buffer | 524 | 4240 | 0.0331
tap | 3043 | 3810 | 0.0297
inverter | 435 | 1630 | 0.0127
clock inverter | 98 | 1050 | 0.00823
antenna | 54 | 135 | 0.00105
-- worst register-to-register path, delay by kind of cell, from the launching register on --
family | cells | cell delay (ps)
simple gates | 10 | 2760
flops | 1 | 320
buf+inv | 7 | 1160
fa+ha+maj | 8 | 3360
mux | 1 | 300
compound gates | 11 | 3250
xor+xnor | 1 | 650
